==> /design/flow/design.v <==
module successive_approximation (
    input            clk,
    input            rst_n,
    input            start,
    input      [9:0] target,
    output reg       done,
    output reg [3:0] x,
    output reg [9:0] y
);
    reg [1:0] counter;
    reg       state;
    reg       next_state;
    reg [9:0] t_reg;        
    reg [3:0]  trial_c;
    reg [9:0]  y_trial_c;
    always @(*) begin
        trial_c        = x | (4'b0001 << counter);
        y_trial_c      = 10'd1000 - ((trial_c << 5) - (trial_c << 1));
    end
    localparam IDLE    = 1'b0;
    localparam COMPARE = 1'b1;
    always @(*) begin
        case (state)
            IDLE:    next_state = start ? COMPARE : IDLE;
            COMPARE: next_state = (counter == 2'd0) ? IDLE : COMPARE;
            default: next_state = IDLE;
        endcase
    end
    always @(posedge clk or negedge rst_n) begin
        if(!rst_n) begin
            state <= IDLE;
        end else begin
            state <= next_state;
        end
    end
    always @(posedge clk or negedge rst_n) begin
        if(!rst_n) begin
            x       <=  4'd0;
            y       <= 10'd1000;
            counter <=  2'd3;
            done    <=  1'b0;
        end else begin
            case(state)
                IDLE: begin
                    if(start) begin
                        x       <=  4'd0;
                        y       <= 10'd1000;
                        counter <=  2'd3;
                        done    <=  1'b0;
                        t_reg   <= (target < 10'd550) ? 10'd550 : ((target > 10'd1000) ? 10'd1000 : target);
                    end
                end
                COMPARE: begin
                    x[counter] <= y_trial_c > t_reg;
                    y          <= y_trial_c > t_reg ? y_trial_c : y;
                    counter    <= (counter == 2'd0) ? 2'd0 : (counter - 2'd1);
                    done       <= (counter == 2'd0) ? 1'b1 : 1'b0;
                end
                default: begin
                    x       <=  4'd0;
                    y       <= 10'd1000;
                    counter <=  2'd3;
                    done    <=  1'b0;
                end
            endcase
        end
    end
endmodule
==> /design/flow/run.sh <==
#!/bin/bash
# OpenROAD 26Q1-2900-gdf79404cd8, Yosys 0.63+post, stock flow scripts
make -C /OpenROAD-flow-scripts/flow DESIGN_CONFIG=/design/flow/config.mk WORK_HOME=/design/flow/orfs finish
==> /design/flow/config.mk <==
export PLATFORM = sky130hd
export DESIGN_NAME = successive_approximation
export DESIGN_NICKNAME = successive_approximation
export VERILOG_FILES = /design/flow/design.v
export SDC_FILE = /design/flow/constraint.sdc
export NUM_CORES = 4
export LEC_CHECK = 1
export CORE_UTILIZATION = 30
==> /design/flow/constraint.sdc <==
current_design successive_approximation

set clk_period 5.3
set clk_io_pct 0.2

create_clock -name clk0 -period $clk_period [get_ports {clk}]

set non_clock_inputs [all_inputs -no_clocks]
set_input_delay [expr $clk_period * $clk_io_pct] -clock clk0 $non_clock_inputs
set_output_delay [expr $clk_period * $clk_io_pct] -clock clk0 [all_outputs]
==> qor.yml <==
run_status:
  status: "complete, no violations"
floorplanning:
  ios: 28
  num_rows: 26
  die_h_um: 76.48
  design.die.area_mm2: 0.005849
  core_area_mm2: 0.005238
  dieWidth_um: 76.48
  initCoreUtil_pct: 31.77
setup_path:
  crit_path_max_incr_delay_ns: 0.59
  worstSetupEndpointType: "flip-flop"
  crit_top_cell: "ha_1"
  start_kind: "flip-flop"
  crit_required_ns: 5.47
  crit_chain: "inv_1 > ha_1 > or2_2 > inv_1 > ha_1 > nor2b_1 > o31ai_1 > a21boi_0 > nand2b_1 > ha_1 > and4_1 > and4bb_1 > a211oi_2 > buf_4 > mux2_2 > a22o_1"
  slowest_stage: "dfstp_2"
  r2r_start: "counter[0]$_DFFE_PN1P_"
  arrival_ns: 4.12
  path_class: "reg -> reg"
  critical_path.max_fanout: 13
  crit_start: "counter[0]$_DFFE_PN1P_"
logic_synthesis:
  largest_area_cell: "edfxtp_1"
  top_area_share_pct: 18.05
  yosysSeqAreaShare_pct: 44.21
  syn_inst: 169
  ys.warnings.count: 1
  avgSynthCellArea_um2: 9.847
  synthesis.area_mm2: 0.001664
  synthArstFlopShare_pct: 62.96
  ys_top_cells_by_area: "edfxtp_1 18%, dfrtp_1 14%, dfstp_2 13%, ha_1 12%, inv_1 3.6%"
  common_cells: "16 x ha_1, 16 x inv_1, 14 x nand2_1, 14 x nor2_1"
  ys_ff: 27
  yosysCellCount: 169
  yosysChipArea_mm2: 0.001664
  ff_type: "edfxtp_1"
  synth-edff-count: 10
  synth_cell_types: 39
timing:
  fin_crit_sh_pct: 74.68
  hold_viol: 0
  slew_headroom_pct: 53.78
  setup_viol: 0
  slew_viol_final: 0
  setup_ws_ns: 1.342
  worst_slew_pin_slew_ns: 0.6843
  max_freq_ghz: 0.2527
  rsz0062_at_grt: "false"
  hold-worst-slack_ns: 0.5138
  fin_crit_ns: 3.958
  tns_ns: 0
  fin_skew_ns: 0.003838
clock_tree:
  clock-sinks: 27
  cts_setup_buffers: 0
  cts_max_level: 1
  clock_latency_ns: 0.27
  cts.reportedPaths.clkPinSlew_ns: 0.09
  cts_buffer_depth: 2
  holdBufCountCts: 0
  post_cts_resized: 0
  cts_inserted_buffers: 3
  cts_tree: "yes"
  clock-root-buffer: "clkbuf_8"
min_path:
  hp-class: "reg -> reg"
  min_from: "done$_DFFE_PN0P_"
global_routing:
  track_usage_pct: 12.16
  grt_overflow: 0
  grt_pass1_vias: 1219
  grt_pass1_wl_um: 5678
  antenna_found_initial: 0
  grt_max_degree: 23
placement:
  place_area_mm2: 0.001997
  gp_congestion: 0.8307
  dp_hpwl_um: 2334
  io_buffers: 26
  pre_cts_slack_ns: 1.363
drt:
  n_antenna_cell: 0
  dr.pass1.iters: 4
  num_vias: 1232
  vias_per_cell: 4.632
  wl_um: 3117
  drc: 0
  wire_per_inst_um: 11.72
  ant_nets: 0
  dr.first_iter.drc_count: 39
layout:
  drive_gt1_share_pct: 12.76
  post-route-cell-area_mm2: 0.002043
  area_growth_pct: 22.78
  largest_reg_flops: 10
  fill_cells: 530
  fin_util_pct: 39.01
power_and_ir_drop:
  power_density_mw_per_mm2: 604.2
  leakage_nw: 0.8879
  ir_drop_v: 0.0002190
flow_run:
  cap_viol_max_count: 0
  tool_warnings: 29
-- power breakdown --
part	internal, mW	switching [mW]
registers	0.293	0.0591
logic	0.373	0.394
clock network	0.0526	0.0632
-- cell families after synthesis --
family                     Yosys count  share of synthesized area [%]
AOI/OAI and AO/OA                   38                          16.02
xor gates and xnor gates             1                         0.5264
adders and majority gates           16                          12.03
buffers and inverters               21                          5.414
DFF                                 27                          44.21
muxes                                5                          3.083
other                                2                         0.4513
and+or+nand+nor                     59                          18.27
-- critical path: cells and delay by family (launching register included) --
kind | cells | cell delay, ns
AOI/OAI and AO/OA | 4 | 0.65
buffers and inverters | 3 | 0.47
and+or+nand+nor | 5 | 1.02
DFF | 1 | 0.59
adders and majority gates | 3 | 0.75
muxes | 1 | 0.35
-- cells in the final DEF, fill, tap and decap left out, drive strengths merged --
cell type and count:
clkdlybuf4s50 26, inv 16, ha 16, nand2 15, nor2 14, o21ai 10, edfxtp 10, a21oi 9
dfrtp 9, dfstp 8, or2 6, nand3 6, and2 6, a21o 4, nor2b 4, mux2i 4
nand2b 3, clkbuf 3, o41ai 2, o211ai 2, a22o 2, o32ai 2, conb 2, buf 2
a211oi 2, xnor2 1, a31oi 1, o31ai 1, a21boi 1, nand3b 1, nand4 1, o221a 1
and4 1, and4bb 1, and3b 1, o22ai 1, mux2 1, clkinv 1
-- metrics by stage --
step           instances  power, mW
2_1_floorplan        169     0.9241
3_3_place_gp         262      1.113
3_5_place_dp         262      1.117
4_1_cts              266      1.246
5_1_grt              266      1.377
6_report             266      1.235
-- path summary, 6_finish.rpt --
kind,end,slack [ns],cells after the start
max,y[2]$_DFFE_PN0P_,1.34,16
min,done$_DFFE_PN0P_,0.51,1
max reg2reg,y[2]$_DFFE_PN0P_,1.34,16
min reg2reg,done$_DFFE_PN0P_,0.51,1
max in group asynchronous,y[3]$_DFFE_PN1P_,3.94,2
min in group asynchronous,done$_DFFE_PN0P_,1.10,2
-- cell type report --
class                      count  area (um^2)  share of cell area [%]
multi-input combinational    121        838.3                   41.03
sequential                    27        735.7                   36.01
timing repair buffer          28        275.3                   13.47
tap                           70        87.58                   4.287
inverter                      16        60.06                   2.939
clock buffer                   3        41.29                   2.021
clock inverter                 1        5.005                  0.2449
-- per-layer routing --
metal / share of wire (%) / GRT usage (%)
met2: 44 / 18.65
met4: 1.3 / 1.731
met1: 53 / 19.64
met3: 1.8 / 1.095
met5: 0 / 0
Power and IR drop assume default switching activity.
